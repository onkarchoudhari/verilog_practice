### flow/design.v
`timescale 1ns / 1ps
module numberOfOnes(input [15:0] inp, output reg [4:0] count);
    integer i;
    always @* begin
        count = 4'b0;
        for (i = 0; i < 16; i = i+1) begin
            count = count + inp[i];
        end
    end
endmodule
### flow/run.sh
#!/bin/bash
# OpenROAD 26Q1-2900-gdf79404cd8, Yosys 0.63+post, stock flow scripts
make -C /OpenROAD-flow-scripts/flow DESIGN_CONFIG=/design/flow/config.mk WORK_HOME=/design/flow/orfs finish
### flow/config.mk
export PLATFORM = sky130hd
export DESIGN_NAME = numberOfOnes
export DESIGN_NICKNAME = numberOfOnes
export VERILOG_FILES = /design/flow/design.v
export SDC_FILE = /design/flow/constraint.sdc
export NUM_CORES = 4
export LEC_CHECK = 1
export CORE_AREA = 10 10 75 75
export DIE_AREA = 0 0 85 85
### flow/constraint.sdc
current_design numberOfOnes

set clk_period 6.4
set clk_io_pct 0.2

create_clock -name clk0 -period $clk_period

set non_clock_inputs [all_inputs -no_clocks]
set_input_delay [expr $clk_period * $clk_io_pct] -clock clk0 $non_clock_inputs
set_output_delay [expr $clk_period * $clk_io_pct] -clock clk0 [all_outputs]
==> results.sh <==
# yosys + openroad results
export IMPL_floorplan_core_util=0.101
export IMPL_post_route_period_util=0.978
export IMPL_placeableCoreArea_sq_um=4060
export IMPL_antenna_found_initial=0
export IMPL_nFlopsAndLatches=0
export IMPL_grt_usage=0.0220
export IMPL_num_fill_cells=452
export IMPL_routed_via_count=314
export IMPL_rsz0062_at_grt="false"
export IMPL_tool_warnings=32
export IMPL_postSynthSeqShare=0
export IMPL_maxSlewHeadroom=0.927
export IMPL_wl_per_cell_um=7.17
export IMPL_yosys_stat_cells=47
export IMPL_dp_hpwl_um=846
export IMPL_setup_ws_ns=0.142
export IMPL_critPathKind="in2out"
export IMPL_antennaDiodeCount=0
export IMPL_rows=23
export IMPL_layout_top_cell="inv_1"
export IMPL_drt_iter0_markers=3
export IMPL_lay_top_cells="inv_1, clkdlybuf4s50_1, fa_1, ha_1"
export IMPL_io_pins=21
export IMPL_grt_pass1_wl_mm=1.36
export IMPL_first_pass_iters=2
export IMPL_globalplace_congestion=0.663
export IMPL_holdBufCountCts=0
export IMPL_seqCellArea_sq_um=0
export IMPL_die_h_um=85
export IMPL_drc=0
export IMPL_min_period_ns=6.26
export IMPL_crit_path_max_fanout=2
export IMPL_status="finished, final reports clean"
export IMPL_netlist_area_sq_um=408
export IMPL_min_delay_path_class="in2out"
export IMPL_die_x_um=85
export IMPL_maxSlewViolCount=0
export IMPL_arrival_ns=4.98
export IMPL_busiest_layer="met2"
export IMPL_crit_path_start_kind="input pin"
export IMPL_ant_nets=0
export IMPL_leakagePower_nw=0.380
export IMPL_cp_required_ns=5.12
export IMPL_drive_gt1_frac=0.0857
export IMPL_crit_path_end_kind="output pin"
export IMPL_placed_area_sq_um=696
export IMPL_viasPerCell=2.62
export IMPL_ys_area_sq_um=408
export IMPL_syn_avg_cell_area_sq_um=8.68
export IMPL_clkbuf_count=0
export IMPL_timing_hold_ws_ns=3.62
export IMPL_grt_util_met2=0.0381
export IMPL_setup_viol=0
export IMPL_tightest_slew_ns=0.108
export IMPL_globalRoute_totalOverflow=0
export IMPL_routed_wl_um=860
export IMPL_fin_area_sq_um=704
export IMPL_power_density_nw_per_um2=270
export IMPL_use_met1=0.0289
export IMPL_area_delta_synth_final_pct=72.7
export IMPL_ys_warn_count=1
export IMPL_grt_pass1_vias=347
export IMPL_ir_worst_vdd_v=0.0000695
export IMPL_grt_max_degree=4
export IMPL_ys_types=8
export IMPL_met3_usage=0.00482
export IMPL_portBuffers=21
export IMPL_die_area_sq_um=7230
export IMPL_syn_inst=47
export IMPL_maxCapViolations=0
export IMPL_fin_tns_setup_ns=0
export IMPL_pre_cts_ws_ns=-0.151
export IMPL_fmax_ghz=0.160
export IMPL_hold_viol=0
-- repair_timing --
action	CTS	global route
setup endpoints to repair	3	3
cloned	0	0
resized	3	3
setup buffers	0	0
pin swaps	6	1
-- stage by stage --
stage / utilization / std cells / power (mW)
floorplan: - / 47 / 0.0940
finish: 0.174 / 120 / 0.190
global route: 0.174 / 120 / 0.218
CTS: 0.172 / 120 / 0.203
detailed placement: 0.171 / 120 / 0.200
global placement: 0.171 / 120 / 0.198
-- final timing paths --
path	startpoint	to	slack (ns)	depth (start not counted)
min	inp[2]	count[2]	3.62	6
max	inp[0]	count[1]	0.14	12
-- Yosys cell counts, drive strengths merged --
| cell | number | area, sq um |
|---|---|---|
| inv | 26 | 97.6 |
| o21a | 1 | 7.51 |
| a21oi | 1 | 8.76 |
| nor2b | 1 | 6.26 |
| xnor2 | 2 | 17.5 |
| ha | 5 | 62.6 |
| a21o | 1 | 7.51 |
| fa | 10 | 200 |
-- power breakdown --
group          switching, mW  internal (mW)
registers                  0              0
logic                 0.0689          0.121
clock network              0              0
total                 0.0689          0.121
-- kinds of logic (layout without fill, tap and decap cells) --
| group | after synthesis | count (layout) | synth area share |
|---|---|---|---|
| xor+xnor | 2 | 2 | 0.0430 |
| compound gates | 3 | 3 | 0.0583 |
| simple gates | 1 | 1 | 0.0153 |
| fa+ha+maj | 15 | 15 | 0.644 |
| buf+inv | 26 | 49 | 0.239 |
-- layout make-up --
class,instances,area [sq um],share of cell area
inverter,26,97.6,0.139
timing repair buffer,23,229,0.325
multi-input combinational,21,315,0.448
tap,50,62.6,0.0888
-- per-layer routing --
| metal | part of all wire | wire length (um) |
|---|---|---|
| met1 | 0.45 | 385 |
| met2 | 0.47 | 404 |
| met3 | 0.081 | 70 |
| met4 | 0 | 0 |
| met5 | 0 | 0 |
-- critical path: stages --
cell             delay (ns)
clkdlybuf4s50_1        0.45
inv_1                  0.05
fa_1                   0.57
fa_1                   0.44
fa_1                   0.47
fa_1                   0.51
inv_1                  0.04
ha_2                   0.17
inv_2                  0.06
fa_2                   0.42
inv_1                  0.06
clkdlybuf4s50_1        0.46
Power figures rest on the tool's default switching activity, not on a simulated workload.
