==> design.v <==
`timescale 1ns / 1ps
module synchronous_fifo #(parameter DATAWIDTH = 32, parameter ADDRWIDTH = 7)(
    write_clk,
    write_enable,
    write_data,
    read_clk,
    read_enable,
    read_data,
    fifo_full,
    fifo_empty,
    reset
);
    input write_clk;
    input write_enable;
    input [DATAWIDTH-1:0] write_data;
    input read_clk;
    input read_enable;
    output reg [DATAWIDTH-1:0] read_data;
    output fifo_full;
    output fifo_empty;
    input reset;
    reg [DATAWIDTH-1:0] fifo_mem [(2**(ADDRWIDTH-1) - 1):0];
    reg [ADDRWIDTH-1:0] waddr;
    reg [ADDRWIDTH-1:0] raddr;
    assign fifo_full  = (waddr[ADDRWIDTH-2:0] == raddr[ADDRWIDTH-2:0]) && (waddr[ADDRWIDTH-1] != raddr[ADDRWIDTH-1]); 
    assign fifo_empty = (waddr[ADDRWIDTH-2:0] == raddr[ADDRWIDTH-2:0]) && (waddr[ADDRWIDTH-1] == raddr[ADDRWIDTH-1]); 
    always @ (posedge write_clk) begin
        if (reset)  waddr = 0;
        else
            if (write_enable && !(fifo_full)) begin
                fifo_mem[waddr[ADDRWIDTH-2:0]] <= write_data;
                waddr <= waddr + 1;
            end 
    end
    always @ (posedge read_clk) begin
        if (reset)  raddr = 0;
        else
            if (read_enable && !(fifo_empty)) begin
                read_data <= fifo_mem[raddr[ADDRWIDTH-2:0]];
                raddr <= raddr + 1;
            end 
    end
endmodule
==> run.sh <==
#!/bin/bash
# OpenROAD 26Q1-2900-gdf79404cd8, Yosys 0.63+post, stock flow scripts
make -C /OpenROAD-flow-scripts/flow DESIGN_CONFIG=/design/flow/config.mk WORK_HOME=/design/flow/orfs finish
==> config.mk <==
export PLATFORM = sky130hd
export DESIGN_NAME = synchronous_fifo
export DESIGN_NICKNAME = synchronous_fifo
export VERILOG_FILES = /design/flow/design.v
export SDC_FILE = /design/flow/constraint.sdc
export NUM_CORES = 4
export LEC_CHECK = 1
export CORE_UTILIZATION = 50
==> constraint.sdc <==
current_design synchronous_fifo

set clk_period 131.5
set clk_io_pct 0.2

create_clock -name clk0 -period $clk_period [get_ports {read_clk}]
create_clock -name clk1 -period $clk_period [get_ports {write_clk}]

set non_clock_inputs [all_inputs -no_clocks]
set_input_delay [expr $clk_period * $clk_io_pct] -clock clk0 $non_clock_inputs
set_output_delay [expr $clk_period * $clk_io_pct] -clock clk0 [all_outputs]
==> reports/results.ini <==
[run_status]
run_status=finished, final reports clean

[worst_setup_path]
timing_worst_setup_path_type=flip-flop to primary output
critical_path_required_ns=105.20
worst_setup_path_startpoint=waddr[4]
critPathLaunchType=flip-flop
cp_max_fo=11
worst-endpoint-arrival_ns=3.14
endpoint_kind=primary output
critical_path.reg2reg.startpoint=raddr[0]

[placed_design]
finalWeightedCongestion=0.971
placed_cell_area_um2=83500
dpl.cell_count=5625
dp_hpwl_um=130000
placement.io_buffers=69

[synth]
ys_seq_share_pct=78.8
netlist_area_um2=79600
post_synth.cell_area_avg_um2=22.6
dominantRegCellSynth=sky130_fd_sc_hd__edfxtp_1
synthesis.yosys.warnings=1
edf_count=2080
numSynthFlops=2094
yosys.cell_types.count=51
synth_cells=3526
ys_area_um2=79600
yosys-stat-cells=3526
async_reset_ff_share_pct=0

[final_timing]
report.final.setup_viol=0
grt_setup_unrepaired=false
worst_hold_slack_ns=0.482
worst_slew_margin_rel_pct=31.0
hold_viol_final=0
timing.clock.skew_ns=0.0442
setup-tns-final_ns=0
report.final.slew_viol_count=0
worst-slew-pin-transition_ns=1.03

[pwr]
power.ir.vdd_worst_mv=0.0140
p_switching_uw=329
internal-power_uw=1120
combinationalPowerShare_pct=9.6
netSwitchingFraction_pct=22.6
clock_power_share_pct=39.4
p_per_area_nw_per_um2=16.1
seq_power_share_pct=51.0
cellLeakagePower_uw=0.0272

[die]
chip_area_um2=161000
die_width_um=401
die-height_um=401
top_level_ports=71
core_area_um2=158000
std_cell_rows=146
initCoreUtil_pct=50.3

[grt]
grt-ovfl-total=0
grt_pass1_wl_um=302000
pin_count_of_the_biggest_net_entering_global_routing=104
number_of_antenna_violations_at_the_first_check_in_global_routing=15
grt_use_total_pct=30.6
first_global_vias=42000

[route]
drt_iter0_drc=2772
wl_per_cell_um=35.1
postRouteWirelength_um=211000
via_per_inst=6.29
detailed_router_iteration_count_before_antenna_repair=7
vias=37800
ant_nets=0
route.detailed.drc=0

[finish]
area.sequential_um2=62800
synthToLayoutAreaGrowth_pct=13.2
finalNonFillerCells=6014
layout.core_utilization_pct=56.9
fin_area_um2=90100
final-comb-area_um2=16300
final_layout_size_suffix_gt1_share_pct=27.8
n_fill_cell=11100

[flow_run]
tool_warnings=29
drv.max_cap_violation_count=0

[worst_hold_path]
hold_path_class=flip-flop to flip-flop
min_from=raddr[6]

[clocking]
cts_resized=0
cts_num_sinks=2094
postCtsHoldBufs=0
cts.repair_timing.setup_buffer_count=0
clk_transition_reported_paths_ns=0.06
clock_tree_from_tritoncts=done

[per-layer routing]
layer | part of all wire (%) | GRT usage [%] | wire length, um | up-vias
met2 | 46 | 41.2 | 96100 | 2672
met4 | 4.0 | 8.63 | 8460 | 29
li1 | - | - | - | 15500
met1 | 30 | 37.9 | 62800 | 19200
met3 | 20 | 27.1 | 42700 | 363
met5 | 0.45 | 4.34 | 957 | -
[critical path: stages, from the launching register on]
cell	delay, ns
sky130_fd_sc_hd__dfxtp_1	0.55
sky130_fd_sc_hd__xor2_1	0.16
sky130_fd_sc_hd__nor4_4	0.54
sky130_fd_sc_hd__nand2_1	0.14
sky130_fd_sc_hd__nor2_1	0.39
sky130_fd_sc_hd__clkdlybuf4s50_1	0.55
[logic make-up after synthesis]
| group | count (synthesis) | share of synthesized area, % |
|---|---|---|
| AND-OR/OR-AND | 318 | 2.93 |
| flip-flops | 2094 | 78.8 |
| adder cells (fa/ha/maj) | 2 | 0.0314 |
| AND/OR/NAND/NOR | 320 | 2.06 |
| multiplexers | 572 | 14.7 |
| buffers and inverters | 206 | 1.31 |
| XOR/XNOR | 14 | 0.154 |
[cell usage after synthesis (4+ instances only)]
master	count	area [um2]
sky130_fd_sc_hd__edfxtp_1	2080	62500
sky130_fd_sc_hd__mux4_2	470	10600
sky130_fd_sc_hd__a22oi_1	190	1430
sky130_fd_sc_hd__nand3_1	98	490
sky130_fd_sc_hd__nor2_1	97	364
sky130_fd_sc_hd__buf_2	93	465
sky130_fd_sc_hd__clkbuf_1	68	255
sky130_fd_sc_hd__mux2_2	54	608
sky130_fd_sc_hd__mux2i_1	47	470
sky130_fd_sc_hd__o22ai_1	35	219
sky130_fd_sc_hd__nand2_1	26	97.6
sky130_fd_sc_hd__a22o_1	24	210
sky130_fd_sc_hd__buf_4	21	158
sky130_fd_sc_hd__nor2b_1	21	131
sky130_fd_sc_hd__and4_1	20	175
sky130_fd_sc_hd__nor3_1	18	90.1
sky130_fd_sc_hd__dfxtp_1	14	280
sky130_fd_sc_hd__a21oi_1	13	65.1
sky130_fd_sc_hd__buf_1	10	37.5
sky130_fd_sc_hd__buf_6	10	113
sky130_fd_sc_hd__o21ai_0	10	50.1
sky130_fd_sc_hd__o31ai_1	9	67.6
sky130_fd_sc_hd__a311oi_1	8	70.1
sky130_fd_sc_hd__o21ai_1	8	40.0
sky130_fd_sc_hd__xor2_1	8	70.1
sky130_fd_sc_hd__a211oi_1	7	52.6
sky130_fd_sc_hd__nand2b_1	7	43.8
sky130_fd_sc_hd__or2_2	6	37.5
sky130_fd_sc_hd__xnor2_1	6	52.6
sky130_fd_sc_hd__a31oi_1	5	31.3
sky130_fd_sc_hd__nand3b_1	4	30.0
sky130_fd_sc_hd__nand4_1	4	25.0
sky130_fd_sc_hd__or3_1	4	25.0
[layout make-up]
cell class	instances	share of cell area [%]
Sequential cell	2094	69.7
Multi-Input combinational cell	1226	18.1
Clock buffer	278	6.22
Tap cell	2072	2.88
Timing Repair Buffer	229	1.96
Clock inverter	98	1.09
Antenna cell	13	0.0361
Inverter	4	0.0167
[state kept, by name, indices dropped and copies added (netlist names)]
register / count
fifo_mem: 2048
read_data: 32
raddr: 7
waddr: 7
[layout by cell type (no fill, tap or decap), types with 14 or more instances in the layout]
cell / instances
sky130_fd_sc_hd__and4_1: 20
sky130_fd_sc_hd__clkbuf_16: 214
sky130_fd_sc_hd__bufinv_16: 16
sky130_fd_sc_hd__buf_2: 32
sky130_fd_sc_hd__mux2_2: 54
sky130_fd_sc_hd__clkbuf_1: 63
sky130_fd_sc_hd__edfxtp_1: 2080
sky130_fd_sc_hd__nor2_4: 66
sky130_fd_sc_hd__buf_4: 157
sky130_fd_sc_hd__nand2_1: 26
sky130_fd_sc_hd__mux4_2: 470
sky130_fd_sc_hd__a22oi_1: 190
sky130_fd_sc_hd__nand3_1: 98
sky130_fd_sc_hd__nor2_1: 27
sky130_fd_sc_hd__a22o_1: 24
sky130_fd_sc_hd__clkinv_1: 35
sky130_fd_sc_hd__clkinv_2: 31
sky130_fd_sc_hd__clkdlybuf4s50_1: 37
sky130_fd_sc_hd__nor2b_1: 14
sky130_fd_sc_hd__mux2i_1: 47
sky130_fd_sc_hd__o22ai_1: 35
sky130_fd_sc_hd__nor3_1: 18
[through the flow]
step	power, uW	setup WS (ns)
6_report	1450	102.06
5_1_grt	1500	101.85
4_1_cts	1460	102.05
3_5_place_dp	895	101.88
3_3_place_gp	894	101.98
2_1_floorplan	842	102.67
[power groups by stage]
stage	clock network, uW	logic [uW]	registers (uW)
finish	574	139	741
global route	608	150	741
CTS	582	141	741
[path summary, 6_finish.rpt]
kind / to / slack (ns) / cells after the start
worst max-delay path: fifo_empty / 102.06 / 5
worst min-delay path: waddr[3] / 0.48 / 4
worst max register to register: read_data[21] / 126.02 / 7
worst min register to register: waddr[3] / 0.48 / 4
max in group clk1: fifo_mem[49][6] / 102.58 / 6
min in group clk0: raddr[6] / 0.63 / 2
Power is estimated from default activity; no workload was simulated.
