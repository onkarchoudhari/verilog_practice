$ cat flow/design.v
`timescale 1ns / 1ps
module fifomem #(parameter DATAWIDTH = 32, 
                 parameter ADDRWIDTH = 3)(  
    wdata, waddr, wenable, wclk,
    rdata, raddr
);
    input [DATAWIDTH-1:0] wdata;
    input [ADDRWIDTH-1:0] waddr;
    input wenable;               
    input wclk;
    output [DATAWIDTH-1:0] rdata;
    input  [ADDRWIDTH-1:0] raddr;
    reg [DATAWIDTH-1:0] fifobuf [0:((2**ADDRWIDTH)- 1)];
    always @ (posedge wclk)
        if (wenable) fifobuf[waddr] <= wdata;
    assign rdata = fifobuf[raddr];
endmodule
$ cat flow/run.sh
#!/bin/bash
# OpenROAD 26Q1-2900-gdf79404cd8, Yosys 0.63+post, stock flow scripts
make -C /OpenROAD-flow-scripts/flow DESIGN_CONFIG=/design/flow/config.mk WORK_HOME=/design/flow/orfs finish
$ cat flow/config.mk
export PLATFORM = sky130hd
export DESIGN_NAME = fifomem
export DESIGN_NICKNAME = fifomem
export VERILOG_FILES = /design/flow/design.v
export SDC_FILE = /design/flow/constraint.sdc
export NUM_CORES = 4
export LEC_CHECK = 1
export CORE_UTILIZATION = 30
$ cat flow/constraint.sdc
current_design fifomem

set clk_period 5.4
set clk_io_pct 0.2

create_clock -name clk0 -period $clk_period [get_ports {wclk}]

set non_clock_inputs [all_inputs -no_clocks]
set_input_delay [expr $clk_period * $clk_io_pct] -clock clk0 $non_clock_inputs
set_output_delay [expr $clk_period * $clk_io_pct] -clock clk0 [all_outputs]
==> results.yml <==
# physical design summary
worst_setup_path:
  critPathRequiredTime_ns: 4.32
  path_class: "primary input to output port"
  crit_chain: "buf_4, buf_12, mux4_1, mux2_2, clkdlybuf4s50_1"
  slowest_delay_ns: 0.57
  crit_slowest_cell: "mux4_1"
  start_kind: "primary input"
  worstPathArrival_ns: 3.19
  cp-end-kind: "output port"
  crit_path_max_fanout: 32
status:
  status: "complete, no violations"
synth:
  ys_seq_share: 0.782
  netlist_instances: 383
  ys_area_mm2: 0.00983
  ys.flops: 256
  synth.area.top_cells: "edfxtp_1 (78%), mux4_1 (11%), mux4_2 (5.5%), mux2_2 (3.7%), buf_6 (0.80%)"
  syn_area_per_cell_um2: 25.7
  ys_warn_count: 1
  synth.largest_area_cell: "edfxtp_1"
  ys_cells: 383
  post-synth-top-area-fraction: 0.782
  synthesis.area_mm2: 0.00983
  synth_cell_types: 12
route:
  vias: 4193
  drc_errors: 0
  vias_per_cell: 4.50
  wl_met3_um: 2580
  drtIter0Drc: 323
  top_layer: "met5"
  antenna_left: 0
  wl_per_cell_um: 20.2
  drt_first_pass_iters: 4
  drt_wl_total_um: 18800
  met1Wirelength_um: 6150
  wl_met2_um: 9750
clock_network:
  cts-resized-gates: 0
  post_cts_hold_buffer_count: 0
  numCtsBuffers: 25
  post_cts_buffers: 0
  path_clk_slew_ns: 0.06
  cts_tree: "built"
  clk_path_buf_depth: 3
  htreeDepth: 1
  cts.sinks: 256
  cts_root_buf: "clkbuf_16"
timing:
  period_used_share: 0.790
  final-hold-violation-count: 0
  max_freq_mhz: 234
  slew_headroom: 0.537
  finalSetupViolations: 0
  min_period_ns: 4.27
  rsz0062_at_grt: "false"
  worstMarginPinSlew_ns: 0.694
  slew_violations: 0
  finalSetupTns_ns: 0
layout:
  final_area_mm2: 0.0119
  final_util: 0.374
  regMostFlops: "fifobuf"
  area_growth_pct: 21.4
  drive_gt1_frac: 0.242
  layoutNonFillerInstCount: 931
  top_regs: "fifobuf x256"
  largest_register_ffs: 256
pwr:
  swShare: 0.196
  p_int_mw: 3.40
  p_sw_mw: 0.827
  p_per_area_mw_per_mm2: 354
  pwr-share-seq: 0.536
  ir_drop_v: 0.000235
  pwr-share-comb: 0.061
  p_leak_nw: 3.80
  clock_power_share: 0.402
grt:
  grt_max_degree: 33
  grt_pass1_vias: 4789
  grt_pass1_wl_um: 28100
  grt_use_total: 0.124
  antenna_found_initial: 3
  overflow: 0
die:
  fp_util: 0.308
  rows: 65
  core_area_mm2: 0.0319
  top_level_ports: 72
  dieArea_mm2: 0.0335
  die_y_um: 183
  die_x_um: 183
place:
  hpwlAfterDp_um: 10100
  gp_congestion: 0.716
  placedCellCount: 884
  io_buffers: 71
  place_area_mm2: 0.0111
flow_run:
  warnings: 25
  cap_violations: 0
min_path:
  hold_path_class: "primary input to flip-flop"
cells in the mapped netlist, drive strengths merged:
library cell    n
mux2           32
clkbuf          1
buf            17
edfxtp        256
mux4           64
nor2            6
nand2b          3
nand2           2
nor3            2
cell usage in the layout (no fill, tap or decap), types with 3 or more instances in the layout:
cell type,netlist,routed
buf_4,0,14
bufinv_16,0,3
clkbuf_16,0,25
clkdlybuf4s50_1,0,68
clkinv_1,0,4
clkinv_2,0,8
clkinvlp_4,0,3
edfxtp_1,256,256
mux2_2,32,32
mux4_1,40,40
mux4_2,24,24
nand2b_1,3,3
nor2_4,0,6
critical path, delay by kind of cell:
kind / cells / cell delay (ns)
mux: 2 / 0.88
buf+inv: 3 / 1.18
final timing paths:
kind | startpoint | to | slack [ns] | cells after the start
worst max-delay path | raddr[0] | rdata[9] | 1.13 | 5
worst min-delay path | wdata[7] | fifobuf[0][7] | 1.27 | 1
per-stage QoR:
step	power, mW	hold WS [ns]	setup slack [ns]
final	4.23	1.27	1.13
after detailed placement	2.58	1.82	1.10
after global routing	4.38	1.28	1.01
after CTS	4.28	1.25	1.07
after global placement	2.57	1.79	1.12
after floorplan	2.43	1.18	1.47
power by group through the flow:
stage                 logic (mW)  clock network (mW)  registers [mW]
final                      0.260                1.70            2.27
after global routing       0.285                1.83            2.27
after CTS                  0.270                1.75            2.27
kinds of logic after synthesis:
logic type	after synthesis	share of synthesized area
flops	256	0.782
simple gates	13	0.00599
buf+inv	18	0.0130
mux	96	0.199
layer usage:
layer  global-route usage  vias up
li1                     -     1870
met5                    0        -
met2                0.207      221
met4               0.0190        4
met1                0.130     2068
met3               0.0874       30
area by class of cell:
| cell class | count | area, um2 |
|---|---|---|
| tap | 435 | 544 |
| clock inverter | 19 | 188 |
| timing repair buffer | 84 | 811 |
| multi-input combinational | 109 | 2070 |
| sequential | 256 | 7690 |
| fill | 2830 | 19900 |
| clock buffer | 27 | 633 |
| antenna | 1 | 2.50 |
Power is estimated from default activity; no workload was simulated.
